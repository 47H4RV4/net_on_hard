==> /design/flow/design.v <==
`timescale 1ns / 1ps
module softmax_unit (
    input clk, input rst,
    input [10*16-1:0] neuron_outputs,  
    input in_valid,
    output reg [10*16-1:0] softmax_out,
    output reg out_valid
);
    localparam IDLE=0, MAX=1, EXP=2, SUM=3, DIV=4, DONE=5;
    reg [2:0] state;
    reg [3:0] count;
    reg signed [15:0] max_logit;
    reg [15:0] exps [0:9];
    reg [31:0] total_sum;
    reg signed [15:0] x_calc;
    reg signed [31:0] x_sq_calc;
    function signed [15:0] sign_ext;
        input [15:0] in;
        begin
            sign_ext = {{5{in[11]}}, in[10:0]};
        end
    endfunction
    always @(posedge clk) begin
        if (rst) begin
            state <= IDLE; out_valid <= 0;
        end else begin
            case (state)
                IDLE: begin
                    out_valid <= 0;
                    if (in_valid) begin 
                        state <= MAX; 
                        count <= 0; 
                        max_logit <= 16'hF800;  
                    end
                end
                MAX: begin  
                    if (count < 10) begin
                        if (sign_ext(neuron_outputs[count*16 +: 16]) > max_logit)
                            max_logit <= sign_ext(neuron_outputs[count*16 +: 16]);
                        count <= count + 1;
                    end else begin state <= EXP; count <= 0; end
                end
                EXP: begin  
                    if (count < 10) begin
                        x_calc = sign_ext(neuron_outputs[count*16 +: 16]) - max_logit;
                        x_sq_calc = x_calc * x_calc;  
                        exps[count] <= 16'h0100 + x_calc + (x_sq_calc >>> 9);
                        count <= count + 1;
                    end else begin state <= SUM; count <= 0; total_sum <= 0; end
                end
                SUM: begin 
                    if (count < 10) begin
                        total_sum <= total_sum + exps[count];
                        count <= count + 1;
                    end else begin state <= DIV; count <= 0; end
                end
                DIV: begin  
                    if (count < 10) begin
                        if (total_sum != 0) begin
                            softmax_out[count*16 +: 16] <= ((exps[count] << 8) / total_sum) & 16'h0FF0;
                        end else begin
                            softmax_out[count*16 +: 16] <= 16'h0000;
                        end
                        count <= count + 1;
                    end else state <= DONE;
                end
                DONE: begin out_valid <= 1; state <= IDLE; end
            endcase
        end
    end
endmodule
==> /design/flow/run.sh <==
#!/bin/bash
# OpenROAD 26Q1-2900-gdf79404cd8, Yosys 0.63+post, stock flow scripts
make -C /OpenROAD-flow-scripts/flow DESIGN_CONFIG=/design/flow/config.mk WORK_HOME=/design/flow/orfs finish
==> /design/flow/config.mk <==
export PLATFORM = sky130hd
export DESIGN_NAME = softmax_unit
export DESIGN_NICKNAME = softmax_unit
export VERILOG_FILES = /design/flow/design.v
export SDC_FILE = /design/flow/constraint.sdc
export NUM_CORES = 4
export LEC_CHECK = 1
export CORE_UTILIZATION = 40
==> /design/flow/constraint.sdc <==
current_design softmax_unit

set clk_period 118.7
set clk_io_pct 0.2

create_clock -name clk0 -period $clk_period [get_ports {clk}]

set non_clock_inputs [all_inputs -no_clocks]
set_input_delay [expr $clk_period * $clk_io_pct] -clock clk0 $non_clock_inputs
set_output_delay [expr $clk_period * $clk_io_pct] -clock clk0 [all_outputs]
==> run_summary.xml <==
<?xml version="1.0" encoding="UTF-8"?>
<metrics>
  <group name="finish">
    <metric name="seqCellArea" unit="um2">11300</metric>
    <metric name="mi_logic_area" unit="um2">33800</metric>
    <metric name="share_of_cells_above_drive_strength_1" unit="">0.0779</metric>
    <metric name="flow.area_growth_from_synthesis" unit="%">13.3</metric>
    <metric name="fillCellCount" unit="">11000</metric>
    <metric name="final_core_util" unit="">0.459</metric>
  </group>
  <group name="drt">
    <metric name="total_wirelength" unit="um">147000</metric>
    <metric name="drc" unit="">0</metric>
    <metric name="drt_first_pass_iters" unit="">8</metric>
    <metric name="post_drt_via_cell_ratio" unit="">5.69</metric>
    <metric name="drt.antenna.violating_nets" unit="">0</metric>
    <metric name="detailedRoute.firstIterationViolations" unit="">2804</metric>
    <metric name="dr_total_vias" unit="">41100</metric>
    <metric name="avgRoutedWirePerCell" unit="um">20.3</metric>
  </group>
  <group name="min_path">
    <metric name="hold_path.class" unit="">reg2reg</metric>
  </group>
  <group name="flow_run">
    <metric name="warnings" unit="">73</metric>
    <metric name="max_cap_violations" unit="">0</metric>
  </group>
  <group name="floorplan">
    <metric name="floorplan.rows" unit="">125</metric>
    <metric name="chipHeight" unit="um">346</metric>
    <metric name="fp_util" unit="">0.405</metric>
    <metric name="boundaryPins" unit="">324</metric>
    <metric name="chipArea" unit="um2">120000</metric>
    <metric name="width_of_the_die" unit="um">346</metric>
    <metric name="core_area" unit="um2">117000</metric>
  </group>
  <group name="timing">
    <metric name="skew" unit="ns">0.0281</metric>
    <metric name="fin_tns_setup" unit="ns">0</metric>
    <metric name="timing_max_transition_violations_final" unit="">0</metric>
    <metric name="timing.final.crit_share" unit="">0.571</metric>
    <metric name="timing.final.setup_violations" unit="">0</metric>
    <metric name="tightestPinTransition" unit="ns">1.02</metric>
    <metric name="grt_setup_unrepaired" unit="">no</metric>
    <metric name="achievable-frequency" unit="GHz">0.0147</metric>
    <metric name="post-route-min-period" unit="ns">67.83</metric>
    <metric name="timing.slew.headroom" unit="">0.311</metric>
    <metric name="final-hold-violation-count" unit="">0</metric>
  </group>
  <group name="yosys">
    <metric name="synthesized_area_per_cell" unit="um2">8.79</metric>
    <metric name="dominantRegCellSynth" unit="">sky130_fd_sc_hd__edfxtp_1</metric>
    <metric name="synth-edff-count" unit="">368</metric>
    <metric name="synthCells" unit="">5391</metric>
    <metric name="netlist_top_cells_area" unit="">sky130_fd_sc_hd__edfxtp_1, sky130_fd_sc_hd__ha_1, sky130_fd_sc_hd__fa_1</metric>
    <metric name="synth-seq-area-share" unit="">0.238</metric>
    <metric name="syn-cell-area" unit="um2">47400</metric>
    <metric name="synth_stat.cells" unit="">5391</metric>
    <metric name="flops_out_of_synthesis" unit="">379</metric>
    <metric name="ys_area" unit="um2">47400</metric>
    <metric name="synth.largest_area_cell" unit="">sky130_fd_sc_hd__edfxtp_1</metric>
    <metric name="top_area_frac" unit="">0.233</metric>
    <metric name="yosys.cell_types.count" unit="">109</metric>
    <metric name="synthesis.yosys.warnings" unit="">1</metric>
    <metric name="async_reset_ff_frac" unit="">0</metric>
  </group>
  <group name="setup_path">
    <metric name="cp_data_required_time" unit="ns">118.99</metric>
    <metric name="timing.critical_path.slowest_cell_delay" unit="ns">0.83</metric>
    <metric name="timing_worst_setup_path_type" unit="">reg2reg</metric>
    <metric name="critical_path.max_fanout" unit="">43</metric>
    <metric name="worstPathArrival" unit="ns">68.12</metric>
    <metric name="critical_path.endpoint_type" unit="">flop</metric>
    <metric name="crit_slowest_cell" unit="">sky130_fd_sc_hd__or4_1</metric>
    <metric name="start_kind" unit="">flop</metric>
  </group>
  <group name="run_status">
    <metric name="status" unit="">finished, final reports clean</metric>
  </group>
  <group name="clock_network">
    <metric name="clock_sinks" unit="">379</metric>
    <metric name="cts-resized-gates" unit="">0</metric>
    <metric name="postCtsHoldBufs" unit="">0</metric>
    <metric name="cts-buffers-inserted" unit="">38</metric>
    <metric name="worst_skew_pair.late_latency" unit="ns">0.56</metric>
    <metric name="ctsLongestPathBuffers" unit="">3</metric>
    <metric name="clock_tree_from_tritoncts" unit="">yes</metric>
    <metric name="h-tree-depth" unit="">2</metric>
    <metric name="cts_setup_buffers" unit="">0</metric>
    <metric name="clock-root-buffer" unit="">sky130_fd_sc_hd__clkbuf_16</metric>
    <metric name="worst_setup_hold_path_clk_slew" unit="ns">0.06</metric>
  </group>
  <group name="global_route">
    <metric name="grtUsageMet1" unit="">0.361</metric>
    <metric name="vias_in_the_first_global_route" unit="">39300</metric>
    <metric name="antenna_found_initial" unit="">1</metric>
    <metric name="globalRoute.busiestLayer" unit="">met2</metric>
    <metric name="global_route_wire_length_before_repair" unit="um">227000</metric>
    <metric name="grt.total_usage" unit="">0.253</metric>
    <metric name="met3_use_gr" unit="">0.0435</metric>
    <metric name="groute.layer.met2.usage" unit="">0.415</metric>
    <metric name="largest_net_degree_at_the_start_of_global_routing" unit="">61</metric>
    <metric name="grt_remaining_overflow" unit="">0</metric>
  </group>
  <group name="place">
    <metric name="gpl.final_weighted_congestion" unit="">1.01</metric>
    <metric name="hpwlAfterDp" unit="um">117000</metric>
    <metric name="io_buffers" unit="">283</metric>
  </group>
</metrics>
## placed cells by master (no fill, tap or decap), drive strengths merged, types with 20 or more instances in the layout
master,instances
ha,534
nand2,506
inv,444
nor2,435
edfxtp,368
a21oi,368
o21ai,294
clkdlybuf4s50,283
xnor2,188
fa,180
a21o,161
and2,154
xor2,129
buf,118
nor3,114
mux2,109
nand3,98
o21a,92
a31oi,71
mux2i,56
nor2b,56
or3,54
nand2b,49
a211oi,47
o211ai,46
or2,45
and3,44
clkbuf,42
nand4,41
o31ai,40
o21bai,37
mux4,36
nor4,27
o31a,24
a31o,23
a221oi,22
or4,20
clkinv,20
## layer usage
layer | vias to the layer above | wire [um]
met1 | 19500 | 63600
met3 | 169 | 9610
met5 | - | 0
met2 | 1189 | 69900
met4 | 0 | 3460
li1 | 20200 | -
## flip-flops by register name, summed over array words and instances (netlist names), named ones only
name and flops:
exps 160, softmax_out 160, total_sum 32, max_logit 12
state 6, count 4, out_valid 1
## stage by stage
stage | cell area, um2 | setup WS (ns) | hold WS, ns | cells
after floorplan | 47400 | 63.71 | 0.412 | 5398
after global placement | 52400 | 52.33 | 0.447 | 7150
after detailed placement | 52400 | 52.28 | 0.445 | 7150
after CTS | 53700 | 52.03 | 0.470 | 7220
after global routing | 53700 | 47.05 | 0.489 | 7220
final | 53700 | 50.87 | 0.478 | 7224
## worst max-delay path, delay by kind of cell (launching register included)
family	cells	cell delay, ns
compound gates	122	34.65
simple gates	67	19.26
fa+ha+maj	25	8.14
mux	3	1.04
flops	1	0.52
buf+inv	16	3.67
## cell type report
class | count | area share
clock buffer | 42 | 0.0184
multi-input combinational | 4401 | 0.630
tap | 1524 | 0.0355
antenna | 4 | 0.000187
clock inverter | 28 | 0.00525
inverter | 445 | 0.0311
sequential | 379 | 0.210
timing repair buffer | 401 | 0.0693
## synth_stat cells (all sizes together) (98+ instances only)
master  number
edfxtp     368
nor2       435
clkbuf     135
nor3       114
a21oi      368
fa         180
a21o       161
xor2       129
and2       154
inv        442
ha         534
o21ai      294
mux2       109
nand3       98
nand2      506
xnor2      188
## worst paths after layout
path	slack, ns	end	cells past startpoint	startpoint
worst max-delay path	50.87	softmax_out[116]$_DFFE_PP_	233	total_sum[18]$_SDFFCE_PN0P_
worst max register to register	50.87	softmax_out[116]$_DFFE_PP_	233	total_sum[18]$_SDFFCE_PN0P_
worst min register to register	0.48	state[0]$_DFF_P_	1	state[4]$_DFF_P_
worst min-delay path	0.48	state[0]$_DFF_P_	1	state[4]$_DFF_P_
## logic make-up (layout without fill, tap and decap cells)
| kind of cell | count (synthesis) | count (layout) | synth area share |
|---|---|---|---|
| AND-OR/OR-AND | 1460 | 1460 | 0.206 |
| flip-flops | 379 | 379 | 0.238 |
| multiplexers | 201 | 201 | 0.0549 |
| AND/OR/NAND/NOR | 1700 | 1700 | 0.175 |
| buffers and inverters | 618 | 916 | 0.0503 |
| XOR/XNOR | 318 | 318 | 0.0591 |
| adder cells (fa/ha/maj) | 714 | 714 | 0.217 |
| other | 1 | 12 | 0.0000792 |
